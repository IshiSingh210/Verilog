==> flow/design.v <==
module multi(X, Y, Z);
      input signed [3:0] X, Y;
       output signed [7:0] Z;
       reg signed [7:0] Z;
       reg [1:0] temp;
       integer i;
       reg E1;
       reg [3:0] Y1;
       always @ (X, Y)
       begin
       Z = 8'b00000000;
       E1 = 1'b0;
       for (i = 0; i < 4; i = i + 1)
       begin
       temp = {X[i], E1};
       Y1 = - Y;
  case (temp)
       2'b10 : Z [7 : 4] = Z [7 : 4] + Y1;
       2'b01 : Z [7 : 4] = Z [7 : 4] + Y;
       default : begin end
       endcase
       Z = Z >> 1;
       Z[7] = Z[6];
       E1 = X[i];
           end
       if (Y == 4'd8)
           begin
               Z = - Z;
           end
       end
endmodule
==> flow/run.sh <==
#!/bin/bash
# OpenROAD 26Q1-2900-gdf79404cd8, Yosys 0.63+post, stock flow scripts
make -C /OpenROAD-flow-scripts/flow DESIGN_CONFIG=/design/flow/config.mk WORK_HOME=/design/flow/orfs finish
==> flow/config.mk <==
export PLATFORM = sky130hd
export DESIGN_NAME = multi
export DESIGN_NICKNAME = multi
export VERILOG_FILES = /design/flow/design.v
export SDC_FILE = /design/flow/constraint.sdc
export NUM_CORES = 4
export LEC_CHECK = 1
export CORE_AREA = 10 10 90 90
export DIE_AREA = 0 0 100 100
==> flow/constraint.sdc <==
current_design multi

set clk_period 6.8
set clk_io_pct 0.2

create_clock -name clk0 -period $clk_period

set non_clock_inputs [all_inputs -no_clocks]
set_input_delay [expr $clk_period * $clk_io_pct] -clock clk0 $non_clock_inputs
set_output_delay [expr $clk_period * $clk_io_pct] -clock clk0 [all_outputs]
==> flow_summary.ini <==
; generated from flow reports
[run_status]
status = finished with violations
violations = negative setup slack

[setup_path]
cp-start-kind = primary input
crit_buf_inv = 4
worstPathMaxFanout = 3
crit_top_cell = a21oi_2
cp.depth = 22
end_kind = primary output
max_stage_delay_ns = 0.54
critical_path.top_delay_family = simple AND/OR/NAND/NOR gates
crit_chain = buf_6 > or4_4 > nand3_4 > inv_4 > ha_4 > a21oi_2 > or4b_4 > a32oi_4 > inv_2 > ha_4 > a21oi_2 > xnor3_1 > nor2b_4 > xnor2_2 > ha_1 > a21oi_2 > xnor3_1 > nand2_1 > xor3_2 > or2_4 > o21ai_1 > buf_2
path_class = in2out
critPathSlowestCell = or4_4
arrival_ns = 5.64
required_ns = 5.44

[floorplan]
dieHeight_um = 100
fp-utilization_pct = 15.9
chipArea_mm2 = 0.0100
coreArea_mm2 = 0.00628
num_rows = 29
io_pins = 16
die-width_um = 100

[sta]
worstMarginPinSlew_ns = 0.410
slew_violations = 0
final-hold-violation-count = 0
rsz0062_at_grt = yes
min_period_over_period_pct = 103
slew_headroom_pct = 72.7
setup_ws_ns = -0.202
hold-worst-slack_ns = 3.39
layout_min_cycle_time_ns = 7.00
setup_viol = 2
clock.fmax_mhz = 143

[hold_path]
hold_depth = 6
hp-class = in2out

[routing]
ant_nets = 0
num_vias = 1178
routedWlPerCell_um = 11.6
dr.pass1.iters = 4
drtIter0Drc = 46
drc = 0
diodes = 0
routed_wl_mm = 3.28
via_per_inst = 4.18

[finish]
drive_gt1_share_pct = 62.0
syn_to_final_growth_pct = 98.7
seq_area_um2 = 0
fillers = 614
seq_cell_count = 0
post-route-util_pct = 31.5
nClkBuffers = 0
design_area_mm2 = 0.00198

[logic_synthesis]
ys_cells = 126
synth_cells = 126
top_area_share_pct = 16.3
largest_area_cell = ha_1
syn_area_um2 = 996
synth_cell_types = 42
ys_warn_count = 1
area_leaders = ha_1 16%, xnor2_1 6.2%, fa_1 6.0%, mux2_2 5.7%, nor2_1 5.7%
syn_area_per_cell_um2 = 7.90
yosysChipArea_um2 = 996
ys_seq_share_pct = 0

[job]
maxCapViolCount = 0
tool_warnings = 35

[global_route]
grt_max_degree = 12
antenna_found_initial = 0
grt_pass1_wl_mm = 5.58
grt.total_usage_pct = 6.55
grt_pass1_vias = 1182
overflow = 0

[place]
io_buffers = 16
dp_hpwl_mm = 2.30
place_area_mm2 = 0.00155
place_congestion = 0.914

[power_and_ir_drop]
p_per_area_mw_per_mm2 = 180
p_total_uw = 356
vdd_drop_max_mv = 0.154
p_leak_uw = 0.000962
[placed cells by master, fill, tap and decap left out, drive strengths merged, types with 2 or more instances in the layout]
cell            n
o31ai           3
clkdlybuf4s50   4
nand3           3
and3b           2
o21ai           4
a31oi           3
or2             2
inv            14
fa              3
mux2            5
xor2            6
a21o            3
xnor3           2
or4b            2
buf            75
o211ai          2
dlymetal6s2s    3
nor2           15
ha             13
nand2           9
nor2b           3
a21oi           6
xnor2           8
[Yosys cell counts, types with 2 or more instances]
| cell | n |
|---|---|
| a21oi_1 | 6 |
| xor2_1 | 6 |
| o21ai_0 | 3 |
| nand2_1 | 9 |
| and3b_1 | 2 |
| o211ai_1 | 2 |
| nor2_1 | 15 |
| a21o_1 | 3 |
| clkbuf_1 | 2 |
| fa_1 | 3 |
| nor2b_1 | 3 |
| mux2_2 | 5 |
| ha_1 | 13 |
| nand3_1 | 3 |
| xnor3_1 | 2 |
| xnor2_1 | 7 |
| a31oi_1 | 3 |
| o31ai_1 | 2 |
| inv_1 | 14 |
[path summary, 6_finish.rpt]
| path | from | end | slack (ns) |
|---|---|---|---|
| max | Y[2] | Z[7] | -0.20 |
| min | X[0] | Z[1] | 3.39 |
[power by group]
group          total (uW)  switching (uW)  leakage, uW  internal (uW)
registers               0               0            0              0
clock network           0               0            0              0
logic                 356             141     0.000962            215
total                 356             141     0.000962            215
[repair_timing]
action	CTS	global route
resized	57	26
hold buffers	0	0
endpoints found under the setup margin	5	7
pin swaps	22	26
setup buffers	29	2
[logic make-up (layout without fill, tap and decap cells)]
family | Yosys count | count (layout) | share of synthesized area [%]
mux | 5 | 5 | 5.65
xor+xnor | 17 | 17 | 20.1
buf+inv | 18 | 97 | 7.66
compound gates | 28 | 28 | 22.1
fa+ha+maj | 16 | 16 | 22.4
simple gates | 42 | 42 | 22.1
[routing by layer]
metal	track usage [%]	wire [um]
met3	1.04	180
met4	0.652	63
met1	9.08	1520
met2	10.9	1520
met5	0	0
[area by class of cell]
class / count / area [um^2] / area share [%]
multi-input cells: 108 / 1180 / 59.7
repair buffers: 83 / 646 / 32.6
well taps: 77 / 96.3 / 4.87
inverters: 14 / 55.1 / 2.78
[per-stage QoR]
stage / setup slack (ns) / cells / TNS [ns]
finish: -0.202 / 282 / -0.339
global route: -0.401 / 282 / -1.05
CTS: -0.307 / 280 / -1.25
detailed placement: -1.15 / 251 / -4.40
global placement: -1.13 / 251 / -4.37
floorplan: -0.245 / 126 / -0.245
Power and IR drop assume default switching activity.

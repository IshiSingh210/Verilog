**flow/run.sh**
```bash
#!/bin/bash
# OpenROAD 26Q1-2900-gdf79404cd8, Yosys 0.63+post, stock flow scripts
make -C /OpenROAD-flow-scripts/flow DESIGN_CONFIG=/design/flow/config.mk WORK_HOME=/design/flow/orfs finish
```
**flow/config.mk**
```make
export PLATFORM = sky130hd
export DESIGN_NAME = Parallel_Adder
export DESIGN_NICKNAME = Parallel_Adder
export VERILOG_FILES = /design/flow/design.v
export SDC_FILE = /design/flow/constraint.sdc
export NUM_CORES = 4
export LEC_CHECK = 1
export CORE_AREA = 10 10 70 70
export DIE_AREA = 0 0 80 80
```
**flow/constraint.sdc**
```tcl
current_design Parallel_Adder

set clk_period 5.0
set clk_io_pct 0.2

create_clock -name clk0 -period $clk_period

set non_clock_inputs [all_inputs -no_clocks]
set_input_delay [expr $clk_period * $clk_io_pct] -clock clk0 $non_clock_inputs
set_output_delay [expr $clk_period * $clk_io_pct] -clock clk0 [all_outputs]
```
**flow/design.v**
```verilog
module Parallel_Adder(A,B,Cin,S,Cout);
  input [7:0] A;
  input [7:0] B;
  input Cin;
  output reg [7:0] S;
  output reg [7:0] Cout;
  reg C[8:0];
  integer i;
  always @(*)
  begin
    C[0]=Cin;
    if (Cin==0)
      begin
        for (i=0;i<8;i=i+1)
        begin
          S[i]=A[i]^B[i]^C[i];
          C[i+1]=((A[i]&B[i])|(A[i]&C[i])|(B[i]&C[i]));
        end
      end
    else if (Cin==1) 
      begin
        for (i=0;i<8;i=i+1)
        begin
          S[i]=A[i]^B[i]^C[i];
          C[i+1]=((~A[i]&B[i])|(~A[i]&C[i])|(B[i]&C[i]));
        end
      end
    Cout=C[8];
  end
endmodule
```
==> out/results.txt <==
status - complete, no violations
max-slew violations - 0
CP Capture Type - output pin
largest net degree at the start of global routing - 14
post-synth cell types - 35
fp_density - 0.219
Final min period - 4.40 ns
critical path required time - 4.00 ns
share of the synthesized area in the top cell type - 0.234
core area - 3420 µm²
HP Class - primary input to output pin
synth-to-layout area growth - 38.4%
total number of vias - 720
Ys Warns - 2
Die H - 80 µm
final worst path period share - 0.880
GRT Total Usage - 0.0561
Mapped Area - 749 µm²
Main area contributors - ha_1 23%, buf_4 8.0%, inv_1 7.5%, fa_1 5.3%, nor2_1 5.0%
M1 WL - 793 µm
critical path type - primary input to output pin
P_leak - 0.476 nW
post-route ant nets - 0
Max Freq - 227 MHz
DP HPWL - 1670 µm
peak supply drop - 31.9 µV
Syn Area/Cell - 7.42 µm²
register area - 0 µm²
top-count cell post-synth - inv_1
max incr delay on CP - 0.50 ns
setup repair after global routing missed its margin - false
hold-fix buffers at CTS - 0
Met2 Wirelength - 910 µm
Yosys Chip Area - 749 µm²
# IOs - 33
WL final - 1850 µm
metal3 WL - 146 µm
worst path bufs/invs - 4
ys cells - 101
final setup TNS - 0 ns
sequential cells - 0
clock buf count - 0
Row Count - 21
Die ar. - 6400 µm²
Synth Seq Share - 0
Max Cap Viol - 0
crit-path cells - clkdlybuf4s50_1, inv_1, fa_1, inv_1, a21oi_2, a211oi_1, nor3_1, a211oi_1, clkdlybuf4s50_1
total power density per cell area - 102 nW/µm²
crit-path leading delay family - buffers and inverters
crit path DAT - 3.40 ns
final hold viol count - 0
Tool Warnings - 40
TritonRoute pass-1 iters - 4
post-CTS setup repair buffer count - 0
share of layout cells above drive strength 1 - 0.0556
Commonest cells post-synth - 15 x inv_1, 14 x ha_1, 10 x nor2_1, 8 x buf_4, 7 x a21oi_1
DR DRC count - 0
port bufs - 26
CTS resizes - 0
vias in the first global route - 706
placer congestion estimate - 0.808
first-pass GRT wire length - 3120 µm
diode count - 0
setup violators final - 0
Syn Inst Count - 101
maximum fanout along the worst path - 5
Critical-path top delay cell - clkdlybuf4s50_1
initial antenna violation count - 0
area leader, netlist - ha_1
Worst setup SP type - primary input
average via count per standard cell - 4.19
Die Span X - 80 µm
total gr overflow - 0
Routed WL per cell - 10.8 µm
total chip power - 0.106 mW
DRT iter0 DRCs - 28
max layer used - met3
[stage by stage]
stage | hold slack [ns] | std cells | utilization | instance area (µm²) | worst slack [ns]
after floorplan | 2.12 | 107 | - | 772 | 1.77
after global placement | 3.02 | 172 | 0.304 | 1040 | 0.603
after detailed placement | 3.04 | 172 | 0.304 | 1040 | 0.594
after CTS | 3.04 | 172 | 0.304 | 1040 | 0.590
after global routing | 3.08 | 172 | 0.304 | 1040 | 0.404
final | 3.03 | 172 | 0.304 | 1040 | 0.602
[logic make-up (layout without fill, tap and decap cells)]
kind of cell             Yosys count  count (layout)  share of synthesized area
other                              1               7                    0.00500
adder cells (fa/ha/maj)           16              16                      0.287
AND/OR/NAND/NOR                   28              28                      0.204
AND-OR/OR-AND                     25              25                      0.254
buffers and inverters             23              42                      0.155
XOR/XNOR                           7               7                     0.0818
multiplexers                       1               1                     0.0134
[final cells by class]
cell class,count,area [µm²]
Inverter,15,56.3
Fill cell,371,2380
Timing Repair Buffer,27,268
Multi-Input combinational cell,84,656
Tap cell,46,57.6
[worst min-delay path: stages]
cell	delay, ns
clkdlybuf4s50_1	0.45
nor2_1	0.12
a211oi_1	0.06
clkdlybuf4s50_1	0.40
[final timing paths]
kind	from	to	slack [ns]	depth (start not counted)
worst max-delay path	Cin	Cout[0]	0.60	9
worst min-delay path	B[7]	Cout[0]	3.03	4
[power breakdown]
group / internal, mW / leakage [nW] / switching (mW) / total (mW)
Combinational: 0.0643 / 0.476 / 0.0416 / 0.106
Sequential: 0 / 0 / 0 / 0
Clock: 0 / 0 / 0 / 0
[routing by layer]
| metal | vias to the layer above | track usage |
|---|---|---|
| li1 | 383 | - |
| met3 | 0 | 0.0136 |
| met4 | 0 | 0 |
| met2 | 18 | 0.0995 |
| met1 | 319 | 0.0706 |
| met5 | - | 0 |
[cells in the final DEF (no fill, tap or decap), drive strengths merged, types with 2 or more instances in the layout]
| master | count |
|---|---|
| or2 | 2 |
| fa | 2 |
| nor3 | 5 |
| a21oi | 8 |
| inv | 15 |
| a21boi | 2 |
| nor2 | 10 |
| xnor2 | 4 |
| a211oi | 4 |
| conb | 7 |
| xor2 | 3 |
| clkdlybuf4s50 | 26 |
| ha | 14 |
| nand2b | 5 |
No activity file was given, so power comes from the tool's default toggle rates.

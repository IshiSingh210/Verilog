==> /design/flow/design.v <==
module MUX_16(S3,S2,S1,S0,I0,I1,I2,I3,I4,I5,I6,I7,I8,I9,I10,I11,I12,I13,I14,I15,Y);
  input S3,S2,S1,S0,I0,I1,I2,I3,I4,I5,I6,I7,I8,I9,I10,I11,I12,I13,I14,I15;
  output Y;
  assign Y=(~S3&~S2&~S1&~S0&I0)|(~S3&~S2&~S1&S0&I1)|(~S3&~S2&S1&~S0&I2)|(~S3&~S2&S1&S0&I3)|(~S3&S2&~S1&~S0&I4)
  |(~S3&S2&~S1&S0&I5)|(~S3&S2&S1&~S0&I6)|(~S3&S2&S1&S0&I7)|(S3&~S2&~S1&~S0&I8)|(S3&~S2&~S1&S0&I9)
  |(S3&~S2&S1&~S0&I10)|(S3&~S2&S1&S0&I11)|(S3&S2&~S1&~S0&I12)|(S3&S2&~S1&S0&I13)|(S3&S2&S1&~S0&I4)|(S3&S2&S1&S0&I15);
endmodule
==> /design/flow/run.sh <==
#!/bin/bash
# OpenROAD 26Q1-2900-gdf79404cd8, Yosys 0.63+post, stock flow scripts
make -C /OpenROAD-flow-scripts/flow DESIGN_CONFIG=/design/flow/config.mk WORK_HOME=/design/flow/orfs finish
==> /design/flow/config.mk <==
export PLATFORM = sky130hd
export DESIGN_NAME = MUX_16
export DESIGN_NICKNAME = MUX_16
export VERILOG_FILES = /design/flow/design.v
export SDC_FILE = /design/flow/constraint.sdc
export NUM_CORES = 4
export LEC_CHECK = 1
export CORE_AREA = 10 10 70 70
export DIE_AREA = 0 0 80 80
==> /design/flow/constraint.sdc <==
current_design MUX_16

set clk_period 2.9
set clk_io_pct 0.2

create_clock -name clk0 -period $clk_period

set non_clock_inputs [all_inputs -no_clocks]
set_input_delay [expr $clk_period * $clk_io_pct] -clock clk0 $non_clock_inputs
set_output_delay [expr $clk_period * $clk_io_pct] -clock clk0 [all_outputs]
==> reports/results.ini <==
[outcome]
status = finished, final reports clean

[worst_setup_path]
start_kind = input pin
critPathKind = in2out
endpoint_kind = output port
critPathArrivalTime_ps = 2220
crit_required_ps = 2320
cp_max_fo = 2

[global_route]
grt_start_max_net_pins = 11
grt_pass1_wl_um = 1300
grt_pass1_vias = 250
grt-ovfl-total = 0
antenna_found_initial = 0
track_usage_pct = 2.54

[floorplanning]
fp.coreArea_um2 = 3420
rows = 21
dieWidth_um = 80
initial_utilization_pct = 5.49
chipArea_um2 = 6400
die_y_um = 80
io_pins = 21

[synthesis]
ys_types = 15
yosysMostFrequentCell = mux2i_1
yosysChipArea_um2 = 188
synth_area_per_cell_um2 = 7.82
netlist_area_um2 = 188
synth-warning-count = 0
synthCells = 24
top_area_cell = mux2i_1
topCellsByArea = mux2i_1 (32%), nand3b_1 (8.0%), nor3b_1 (8.0%)
ys_cells = 24
netlist.area_leader.share_pct = 32.0
ys_seq_share_pct = 0
top_cells_by_count = mux2i_1 (6), nand3b_1 (2), nor3_1 (2), nor3b_1 (2), o21ai_0 (2)

[final_layout]
synthToLayoutAreaGrowth_pct = 146
nClkBuffers = 0
flop-count = 0
drive_above_1_share_pct = 15.2
fin_area_um2 = 462
fin_util_pct = 13.5
regArea_um2 = 0

[final_timing]
hold_ws_ps = 2060
timing.setup.tns_ps = 0
tightest_slew_ps = 368
hold_violations = 0
max_freq_mhz = 357
period_needed_ps = 2800
setup_viol = 0
post-route-period-util_pct = 96.6
slew_viol_final = 0
rsz0062_at_grt = false
max_slew_margin_pct = 75.4

[power_and_ir_drop]
p_per_area_nw_per_um2 = 120
vdd_ir_drop_max_mv = 0.0242
total_power_mw = 0.0554
leakagePower_nw = 0.168

[flow_run]
openroad.warnings = 33
drv_cap = 0

[placed_design]
placed_area_um2 = 453
place_hpwl_um = 792
gp_congestion = 0.840
port_buffers = 20

[detailed_routing]
ant_nets = 0
drt_iter0_drc = 5
top_layer_used = met3
wl_met3_um = 153
routed_wl_um = 900
drtPass1Iterations = 3
viasPerCell = 2.78
wl_met2_um = 185
wl_per_cell_um = 9.78
diodes = 0
vias = 256
wl_met1_um = 561
drc = 0

[clock_tree]
cts_hold_buf = 0

[worst_hold_path]
hp-class = in2out

## per-stage QoR
step                      std cells  setup WS, ps
after floorplan                  24           968
final                            92          98.5
after global routing             92          26.7
after global placement           92          -126
after detailed placement         92          -115
after CTS                        92          99.4
## routing by layer
| metal | global-route usage [%] | up-vias |
|---|---|---|
| li1 | - | 139 |
| met1 | 4.55 | 98 |
| met2 | 2.17 | 19 |
| met3 | 1.59 | 0 |
| met4 | 0 | 0 |
| met5 | 0 | - |
## cells in the final DEF (no fill, tap or decap), drive strengths merged
cell type / count
clkdlybuf4s50: 19
mux2i: 6
buf: 5
o21ai: 3
nand3b: 2
nor3b: 2
nor3: 2
a2111oi: 2
inv: 1
nand3: 1
a41o: 1
nor2: 1
dlygate4sd2: 1
## worst paths after layout
check  from  end  slack [ps]  cells after the start
max      S1    Y         100                      7
min      S0    Y        2060                      5
## power breakdown
group | switching (mW) | internal [mW] | leakage (nW)
sequential | 0 | 0 | 0
combinational | 0.0171 | 0.0383 | 0.168
clock | 0 | 0 | 0
total | 0.0171 | 0.0383 | 0.168
## cell type report
cell class / instances / area, µm²
fillers: 402 / 2950
multi-input cells: 20 / 160
inverters: 1 / 3.75
well taps: 46 / 57.6
repair buffers: 25 / 240
## kinds of logic (layout without fill, tap and decap cells)
| kind of cell | count (synthesis) | count (layout) | share of synthesized area [%] |
|---|---|---|---|
| and+or+nand+nor | 8 | 8 | 26.0 |
| AOI/OAI and AO/OA | 6 | 6 | 24.0 |
| muxes | 6 | 6 | 32.0 |
| buffers and inverters | 4 | 26 | 18.0 |
## timing repair
item	in CTS	in global routing
buffers inserted	0	0
resized	4	0
setup endpoints to repair	1	0
## worst max-delay path: stages
cell and delay, ps:
clkdlybuf4s50_1 500, buf_4 120, mux2i_1 190, o21ai_0 90, a2111oi_1 390, nor2_1 90, dlygate4sd2_1 260
Power and IR drop assume default switching activity.
